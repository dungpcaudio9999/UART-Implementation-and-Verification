==> design/flow/design.v <==
module baud_gen (
    input  wire clk,
    input  wire rst_n,
    input  wire [15:0] i_divisor, 		 
    output wire rx_tick,
    output wire tx_tick
);
    reg [15:0] count_reg;
    reg [3:0] tick_cnt;
    reg rx_reg;
    reg tx_reg;
    always @(posedge clk or negedge rst_n) begin
    	if(!rst_n) begin
    		count_reg <= 0;
    		rx_reg <= 1'b0;
    	end else begin
    		if(count_reg >= (i_divisor - 16'd1)) begin
    			count_reg <= 0;
    			rx_reg <= 1'b1;
    		end else begin
    			count_reg <= count_reg + 1;
    			rx_reg <= 1'b0;
    		end
    	end
    end
    always @(posedge clk or negedge rst_n) begin
    	if(!rst_n) begin
    		tick_cnt <= 0;
    		tx_reg <= 0;
    	end else if(rx_tick) begin
    		tick_cnt <= tick_cnt + 1;
    		if(tick_cnt == 4'd15) begin
    			tx_reg <= 1'b1;
    		end else begin
    			tx_reg <= 1'b0;
    		end
    	end else begin
    		tx_reg <= 1'b0;
    	end
    end
    assign rx_tick = rx_reg;
    assign tx_tick = tx_reg;
endmodule
module fifo #(
    parameter DATA_WIDTH = 8,
    parameter ADDR_WIDTH = 4,
    parameter ALMOST_FULL_THRESH = 14
)(
    input  wire clk,
    input  wire rst_n,
    input  wire i_wr_en,
    input  wire [DATA_WIDTH-1:0] i_wr_data,
    output wire o_full,
    output wire o_almost_full, 
    input  wire i_rd_en,
    output wire [DATA_WIDTH-1:0] o_rd_data,
    output wire o_empty
);
    reg [DATA_WIDTH-1:0] mem [0:(1<<ADDR_WIDTH)-1]; 	 
    reg [ADDR_WIDTH-1:0] wr_ptr, rd_ptr;
    reg [ADDR_WIDTH:0] count; 
    always @(posedge clk or negedge rst_n) begin
        if (!rst_n) wr_ptr <= 0;
        else if (i_wr_en && !o_full) begin
            mem[wr_ptr] <= i_wr_data;
            wr_ptr <= wr_ptr + 1;
        end
    end
    always @(posedge clk or negedge rst_n) begin
        if (!rst_n) rd_ptr <= 0;
        else if (i_rd_en && !o_empty) begin
            rd_ptr <= rd_ptr + 1;
        end
    end
    always @(posedge clk or negedge rst_n) begin
        if (!rst_n) count <= 0;
        else begin
            case ({i_wr_en && !o_full, i_rd_en && !o_empty})
                2'b10: count <= count + 1;
                2'b01: count <= count - 1;
                default: count <= count;
            endcase
        end
    end
    assign o_rd_data     = mem[rd_ptr];
    assign o_full        = (count == (1 << ADDR_WIDTH));
    assign o_empty       = (count == 0);
    assign o_almost_full = (count >= ALMOST_FULL_THRESH);
endmodule
module uart_core (
    input  wire        clk,
    input  wire        rst_n,
    input  wire [15:0] i_divisor,        
    input  wire [1:0]  i_num_bit_data,   
    input  wire        i_parity_en,      
    input  wire        i_parity_type,    
    input  wire [7:0]  i_cpu_txd,        
    input  wire        i_tx_wr,          
    output wire        o_tx_full,        
    output wire [7:0]  o_cpu_rxd,        
    input  wire        i_rx_rd,          
    output wire        o_rx_empty,       
    output wire        o_parity_err,     
    output wire        o_pedev_txd,      
    input  wire        i_pedev_rxd,      
    input  wire        i_cts_n,          
    output wire        o_rts_n           
);
    wire tx_tick;  
    wire rx_tick;  
    wire [7:0] tx_fifo_out;
    wire       tx_fifo_empty;
    wire       tx_done_tick;     
    wire [7:0] rx_data_out;      
    wire       rx_done_tick;     
    wire       rx_fifo_almost_full;  
    baud_gen u_baud_gen (
        .clk        (clk),
        .rst_n      (rst_n),
        .i_divisor  (i_divisor),
        .rx_tick    (rx_tick),
        .tx_tick    (tx_tick)
    );
    fifo #(
        .DATA_WIDTH(8), 
        .ADDR_WIDTH(4),        
        .ALMOST_FULL_THRESH(14)
    ) u_tx_fifo (
        .clk            (clk),
        .rst_n          (rst_n),
        .i_wr_en        (i_tx_wr),
        .i_wr_data      (i_cpu_txd),
        .o_full         (o_tx_full),
        .o_almost_full  (),  
        .i_rd_en        (tx_done_tick),  
        .o_rd_data      (tx_fifo_out),
        .o_empty        (tx_fifo_empty)
    );
    uart_tx u_uart_tx (
        .clk            (clk),
        .rst_n          (rst_n),
        .tx_tick        (tx_tick),
        .i_num_bit_data (i_num_bit_data),
        .i_parity_en    (i_parity_en),
        .i_parity_type  (i_parity_type),
        .i_data         (tx_fifo_out),
        .i_tx_start     (!tx_fifo_empty),  
        .o_tx_done      (tx_done_tick),    
        .i_cts_n        (i_cts_n),
        .o_tx_serial    (o_pedev_txd)
    );
    uart_rx u_uart_rx (
        .clk            (clk),
        .rst_n          (rst_n),
        .rx_tick        (rx_tick),
        .i_num_bit_data (i_num_bit_data),
        .i_parity_en    (i_parity_en),
        .i_parity_type  (i_parity_type),
        .i_rx_serial    (i_pedev_rxd),
        .o_data         (rx_data_out),
        .o_rx_done      (rx_done_tick),    
        .o_parity_err   (o_parity_err)
    );
    fifo #(
        .DATA_WIDTH(8), 
        .ADDR_WIDTH(4),        
        .ALMOST_FULL_THRESH(14)
    ) u_rx_fifo (
        .clk            (clk),
        .rst_n          (rst_n),
        .i_wr_en        (rx_done_tick),
        .i_wr_data      (rx_data_out),
        .o_full         (),                
        .o_almost_full  (rx_fifo_almost_full),  
        .i_rd_en        (i_rx_rd),
        .o_rd_data      (o_cpu_rxd),
        .o_empty        (o_rx_empty)
    );
    assign o_rts_n = rx_fifo_almost_full;
endmodule
module uart_rx (
    input  wire       clk,
    input  wire       rst_n,
    input  wire       rx_tick,        
    input  wire [1:0] i_num_bit_data,
    input  wire       i_parity_en,
    input  wire       i_parity_type,
    input  wire       i_rx_serial,
    output reg [7:0]  o_data,
    output reg        o_rx_done,
    output reg        o_parity_err
);
    localparam IDLE = 3'd0; 
    localparam START = 3'd1;
    localparam DATA = 3'd2;
    localparam PARITY=3'd3; 
    localparam STOP=3'd4;
    reg [2:0] state, next_state;
    reg [3:0] tick_cnt;
    reg [3:0] bit_cnt;
    reg [7:0] shift_reg;
    reg       calc_parity;
    wire      expected_parity;
    reg [1:0] sync_reg;
    wire      rx_synced;
    wire [3:0] bit_limit = 4'd4 + {2'b00, i_num_bit_data};
    always @(posedge clk or negedge rst_n) begin
        if(!rst_n) sync_reg <= 2'b11;
        else sync_reg <= {sync_reg[0], i_rx_serial};
    end
    assign rx_synced = sync_reg[1];
    assign expected_parity = i_parity_type ? ~calc_parity : calc_parity;
    always @(posedge clk or negedge rst_n) begin
        if(!rst_n) begin
            state <= IDLE;
            tick_cnt <= 0;
            bit_cnt <= 0;
            shift_reg <= 0;
            o_data <= 0;
            o_rx_done <= 0;
            o_parity_err <= 0;
            calc_parity <= 0;
        end else begin
            state <= next_state;
            if(state == IDLE) tick_cnt <= 0;
            else if(next_state == START && state == IDLE) tick_cnt <= 0; 
            else if(next_state == DATA && state == START) tick_cnt <= 0;
            else if(rx_tick) tick_cnt <= tick_cnt + 1; 
            if(state == IDLE || state == START) bit_cnt <= 0;
            if(state == DATA && rx_tick && tick_cnt == 7) begin
                shift_reg <= {rx_synced, shift_reg[7:1]};
                if(bit_cnt == 0) calc_parity <= rx_synced;
                else              calc_parity <= calc_parity ^ rx_synced;
            end
            if(state == DATA && rx_tick && tick_cnt == 15) begin
                bit_cnt <= bit_cnt + 1;
            end
            if(state == PARITY && rx_tick && tick_cnt == 7) begin
                o_parity_err <= (rx_synced != expected_parity);
            end
            if(state == IDLE) o_parity_err <= 0;
            o_rx_done <= (state == STOP && rx_tick && tick_cnt == 15);
            if(state == STOP && rx_tick && tick_cnt == 15) begin
                case (i_num_bit_data)
                    2'b00: o_data <= {3'b0, shift_reg[7:3]};
                    2'b01: o_data <= {2'b0, shift_reg[7:2]};
                    2'b10: o_data <= {1'b0, shift_reg[7:1]};
                    2'b11: o_data <= shift_reg;
                endcase
            end
        end
    end
    always @(state or rx_synced or rx_tick or tick_cnt or bit_cnt or bit_limit or i_parity_en) begin
        next_state = state;
        case (state)
            IDLE:   if(rx_synced == 1'b0) next_state = START;
            START: begin
                if (rx_tick && tick_cnt == 15) 
                    next_state = DATA;
                else
                    next_state = START;
            end
            DATA:   if(rx_tick && tick_cnt == 15) begin
                        if(bit_cnt == bit_limit) 
                            next_state = i_parity_en ? PARITY : STOP;
                    end
            PARITY: if(rx_tick && tick_cnt == 15) next_state = STOP;
            STOP:   if(rx_tick && tick_cnt == 15) next_state = IDLE;
        endcase
    end
endmodule
module uart_tx (
	input wire clk,     
	input wire rst_n,   
    input wire tx_tick,
	input wire [1:0] i_num_bit_data,
	input wire i_parity_en,
	input wire i_parity_type,
	input wire [7:0] i_data,
	input wire i_tx_start,
	output reg o_tx_done,
	input wire i_cts_n,
	output reg o_tx_serial
);
	localparam IDLE = 3'd0;
	localparam START = 3'd1;
	localparam DATA = 3'd2;
	localparam PARITY = 3'd3;
	localparam STOP = 3'd4;
	reg [2:0] state, next_state;
	reg [2:0] bit_cnt;
	reg [7:0] shift_reg;
	reg tx_reg, tx_next;
	reg parity_bit;
	wire [2:0] bit_limit = 3'd4 + {1'b0, i_num_bit_data};
	always @(posedge clk or negedge rst_n) begin
		if(!rst_n) begin
			state <= IDLE;
			tx_reg <= 1'b1;
			shift_reg <= 0;
			bit_cnt <= 0;
			o_tx_serial <= 1'b1;
			parity_bit <= 0;
		end else begin
			state <= next_state;
			tx_reg <= tx_next;
			o_tx_serial <= tx_reg;
			if(state == IDLE && i_tx_start && !i_cts_n) begin
				shift_reg <= i_data;
				case (bit_limit)
					2'b00: parity_bit <= ^i_data[4:0];
					2'b01: parity_bit <= ^i_data[5:0];
					2'b10: parity_bit <= ^i_data[6:0];
					2'b11: parity_bit <= ^i_data[7:0];				
				endcase
				if(i_parity_type) begin
					parity_bit <= ~parity_bit; 	 
				end
			end else if(state == START) begin
				bit_cnt <= 0;
			end else if(state == DATA && tx_tick) begin
				shift_reg <= shift_reg >> 1; 	 
				bit_cnt <= bit_cnt + 1;
			end
		end
	end
	always @(state or tx_tick or i_tx_start or i_cts_n or parity_bit or tx_reg) begin
		next_state = state;
		tx_next = tx_reg;
		o_tx_done = 1'b0;      
		case(state)
			IDLE: begin
				tx_next = 1'b1;
				if(i_tx_start && !i_cts_n) begin
					next_state = START;
				end
			end
			START: begin
				if(tx_tick) begin
					tx_next = 1'b0;
					next_state = DATA;
				end
			end
			DATA: begin
                if(tx_tick) begin
                    tx_next = shift_reg[0];
                    if(bit_cnt == bit_limit) begin
                        if(i_parity_en) begin
                            next_state = PARITY;
                        end else begin
                            next_state = STOP;
                        end
                    end
                end
			end
			PARITY: begin
                if(tx_tick) begin
                    tx_next = parity_bit;
                    next_state = STOP;
                end
			end
			STOP: begin
                if(tx_tick) begin
                    tx_next = 1'b1;
                    next_state = IDLE;
                    o_tx_done = 1'b1;
                end
			end
			default: next_state = IDLE;
	   endcase
    end
endmodule
==> design/flow/run.sh <==
#!/bin/bash
# OpenROAD 26Q1-2900-gdf79404cd8, Yosys 0.63+post, stock flow scripts
make -C /OpenROAD-flow-scripts/flow DESIGN_CONFIG=/design/flow/config.mk WORK_HOME=/design/flow/orfs finish
==> design/flow/config.mk <==
export PLATFORM = sky130hd
export DESIGN_NAME = uart_core
export DESIGN_NICKNAME = uart_core
export VERILOG_FILES = /design/flow/design.v
export SDC_FILE = /design/flow/constraint.sdc
export NUM_CORES = 4
export LEC_CHECK = 1
export CORE_UTILIZATION = 30
==> design/flow/constraint.sdc <==
current_design uart_core

set clk_period 3.2
set clk_io_pct 0.2

create_clock -name clk0 -period $clk_period [get_ports {clk}]

set non_clock_inputs [all_inputs -no_clocks]
set_input_delay [expr $clk_period * $clk_io_pct] -clock clk0 $non_clock_inputs
set_output_delay [expr $clk_period * $clk_io_pct] -clock clk0 [all_outputs]
==> Table 3: Implementation characteristics <==
Summary of implementation characteristics

Parameter                              Value

Worst setup path
  Ordered list of cells on the worst path    buf_6 -> ha_4 -> buf_6 -> buf_8 -> nor3_4 -> nand2_2 -> buf_6 -> buf_4 -> o22a_1 -> dlygate4sd2_1
  Critical Path RT    2560 ps
  Library cell contributing the largest single delay on the critical path    sky130_fd_sc_hd__dfrtp_2
  Critical register-to-register path startpoint    u_tx_fifo.count[1]
  Setup crit start    u_rx_fifo.rd_ptr[1]
  CP peak stage delay    430 ps
  Type of element capturing the critical path    output pin
  Crit start category    register
  Maximum fanout along the worst path    10
  Arrival time of the worst setup path    2540 ps
  Internal reg-to-reg setup slack    150 ps
  Critical Path Most Common Cell    sky130_fd_sc_hd__buf_6
  Critical path start-end classification    reg2out

CTS
  Clock network latency to the later pin of the worst-skew pair    550 ps
  Clock edge transition at the registers on the reported setup and hold paths    60 ps
  CTS tree    yes
  Clock Tree Buf Depth    3
  Clock root cell    sky130_fd_sc_hd__clkbuf_16
  Max H-tree Level    2
  CTS buffer count    39
  TritonCTS Sinks    357

Synthesis
  Netlist area before placement    0.0157 mm2
  Cell type contributing the most total cell area after synthesis    sky130_fd_sc_hd__edfxtp_1
  Adder-cell share of the synthesized area    0.0400
  Sequential element share of the synthesized area    0.650
  AO/OA Area Share    0.109
  Cell types with the largest area share after synthesis    sky130_fd_sc_hd__edfxtp_1, sky130_fd_sc_hd__dfrtp_1, sky130_fd_sc_hd__ha_1
  Synth cell count leaders    sky130_fd_sc_hd__edfxtp_1, sky130_fd_sc_hd__nand2_1, sky130_fd_sc_hd__dfrtp_1
  Top cell area share    0.489
  Count of cell types in the netlist    76
  Cell with the most instances after synthesis    sky130_fd_sc_hd__edfxtp_1
  Flip-flop cell with the highest count after synthesis    sky130_fd_sc_hd__edfxtp_1
  Cells in synth_stat.txt    1197
  Multiplexer area fraction after synthesis    0.0415
  Synthesized netlist cell count    1197
  Synth warn    5
  Largest non-sequential cell family by area    AND-OR/OR-AND gates
  Average cell area after synthesis    13.1 um2
  EDFF count, synth    256
  Yosys simple share    0.0964
  Fraction of synthesized cell area in xor and xnor cells    0.0329
  Share of flip-flops with an asynchronous set or reset after synthesis    0.283
  Yosys chip area    0.0157 mm2
  Number of synthesized register bits    357

STA
  Share of the clock period used by the worst path    0.994
  Shortest clock period the worst path allows after layout    3180 ps
  Final clock skew    19.8 ps
  Upper clock frequency limit    0.314 GHz
  Number of pins exceeding their max-slew limit in the final report    0
  Count of final hold-check violations    0
  Setup TNS    0 ps
  Number of setup violations in the final report    0
  Setup repair after global routing missed its margin    yes
  Transition at the pin with the smallest max-transition slack    874 ps
  Max-slew headroom    0.415

Hold path
  Hold Crit Class    reg2reg
  Startpoint of the worst hold path    u_uart_rx.sync_reg[0]

Global route
  Maximum number of pins on one net before global-route repair    57
  Global route overflow    0
  Number of antenna violations at the first check in global routing    1
  Global router's overall resource usage    0.143
  Vias in the first global route    10280
  Global-route wire length before repair    56800 um

Finish
  Layout area overhead    21.3%
  Total non-filler cell area in the finished layout    0.0191 mm2
  Proportion of layout cells with a drive suffix above 1    0.183
  Final cell count without fillers    2017
  Core Util, Final    0.370
  Fill count    4821

Floorplanning
  Die area    0.0533 mm2
  Die height    231 um
  Die boundary width    231 um
  Area of the core    0.0515 mm2
  Core utilization before placement    0.305
  Rows    83
  Number of top-level design ports    47

Detailed routing
  Antenna diode instance count    0
  DRC violation total after the first TritonRoute iteration    540
  Count of TritonRoute iterations in the first routing pass    6
  Total wire length after detailed routing    35600 um
  Number of nets still failing antenna checks after routing    0
  Via Count    9986
  # DRC    0
  Routed length per instance    17.6 um
  Vias/cell    4.95

Placed design
  Routability-driven placement congestion ratio    0.859
  Dpl hpwl    23100 um
  Post-placement cell count    1930
  Input/output buffers    46
  Placed instance area    0.0173 mm2

Power
  Static power due to leakage    6.64 nW
  Total power draw    0.0133 W
  Power per unit of standard cell area    697 mW/mm2
  IR drop worst, VDD    0.000598 V

Flow run
  Max_cap viols    0
  Total number of warnings across the stage logs    40

Status
  Status    finished clean
==> final timing paths <==
check | end | cells after the start
hold reg to reg | u_uart_rx.sync_reg[1] | 0
hold / removal | u_uart_rx.sync_reg[1] | 0
setup reg to reg | u_tx_fifo.count[4] | 10
min in group asynchronous | u_tx_fifo.wr_ptr[3] | 2
setup / recovery | o_cpu_rxd[3] | 10
max in group asynchronous | u_uart_rx.state[0] | 4
==> placed cells by master, fill, tap and decap left out, drive strengths merged, types with 16 or more instances in the layout <==
master	n
ha	47
a221oi	16
inv	41
nor3	21
nand2	102
dfrtp	95
clkinv	19
mux2	29
clkbuf	49
buf	88
o21ai	62
a21oi	35
nor2	85
mux2i	28
xnor2	38
xor2	21
a22oi	27
nand3	44
clkdlybuf4s50	37
edfxtp	256
==> report_power, final <==
group	switching, W	total, W	internal (W)
logic	0.00175	0.00337	0.00162
clock network	0.00184	0.00439	0.00255
registers	0.000288	0.00552	0.00523
total	0.00388	0.0133	0.00940
==> repair_timing <==
| item | CTS | global route |
|---|---|---|
| setup buffers | 9 | 5 |
| hold buffers | 1 | 0 |
| endpoints found under the hold margin | 2 | 0 |
| pin swaps | 24 | 18 |
| setup endpoints to repair | 8 | 9 |
| gates cloned | 2 | 0 |
| gates resized | 66 | 28 |
==> cell families (layout without fill, tap and decap cells) <==
kind of cell	count (synthesis)	count (layout)
AND/OR/NAND/NOR	321	321
XOR/XNOR	59	59
adder cells (fa/ha/maj)	49	49
flip-flops	357	357
AND-OR/OR-AND	246	246
buffers and inverters	106	246
multiplexers	59	59
==> routing by layer <==
metal,global-route usage,wire length [um],vias to the layer above
met5,0.00643,13,-
met4,0.0284,778,2
met3,0.0657,3720,58
met2,0.220,16500,362
met1,0.194,14500,4834
li1,-,-,4730
==> critical path: cells and delay by family (launching register included) <==
family	cells	cell delay (ps)
buffers and inverters	6	910
DFF	1	430
and+or+nand+nor	2	270
AOI/OAI and AO/OA	1	220
adders and majority gates	1	170
==> area by class of cell <==
type                            instances  area (um2)  area share
Sequential cell                       357       10200       0.536
Clock buffer                           48        1060      0.0556
Multi-Input combinational cell        734        5310       0.279
Inverter                               40         156     0.00820
Clock inverter                         24         215      0.0113
Timing Repair Buffer                  134        1240      0.0651
Tap cell                              680         851      0.0446
==> through the flow <==
stage / setup slack, ps / hold WS [ps]
3_3_place_gp: -29.6 / 349
5_1_grt: -93.5 / 362
6_report: 19.5 / 358
3_5_place_dp: -26.7 / 350
2_1_floorplan: 189 / 344
4_1_cts: -122 / 358
No activity file was given, so power comes from the tool's default toggle rates.
